==> ./design.v <==
`timescale 1ns / 1ps
module metro_istasyonu(
    input clk,
    input switch_yon,
    input [5:0] switch_first,
    output dp,
    output [6:0]sseg,
    output [3:0] an, 
    output reg [5:0] leds
    );
    assign dp = 1;
    reg [17:0]count;  
    reg [6:0] sseg_tmp; 
    reg [3:0] an_tmp;  
    reg [6:0] a;        
    reg [83:0] durak_adi; 
    reg saniyelik_clk;  
    reg [31:0] clk_sayaci;  
    reg [5:0] durak_sayaci; 
    reg [4:0] saniye_sayaci;    
    reg [5:0]s=0;  
    reg yon;
    initial begin
        clk_sayaci=32'd0;
        saniyelik_clk=1'b1;
        saniye_sayaci=0;
        leds=6'b000_000;
        durak_adi = 0;
        durak_adi =~durak_adi;  
        sseg_tmp=7'b1111111;   
        an_tmp=0;
        count=0;
    end
    always @(posedge clk) begin
        if(saniye_sayaci<=19)begin  
            case(count[17:16])
              2'b00 : 
                begin
                sseg_tmp = durak_adi[83:77];
                an_tmp = 4'b1110;
                end
              2'b01:
                begin
                sseg_tmp =durak_adi[76:70]; 
                an_tmp = 4'b1101;
                end
                2'b10:
                begin
                sseg_tmp = durak_adi[69:63];
                an_tmp = 4'b1011;
                end
                2'b11:
                begin
                sseg_tmp = durak_adi[62:56];
                an_tmp = 4'b0111;
                end
            endcase
        end
        else begin
            an_tmp=4'b1111;
            sseg_tmp=7'b1111111;
        end
        count=count+1;
    end
    assign an=an_tmp;
    assign sseg=sseg_tmp;
    always@(posedge clk )begin  
        if(clk_sayaci==10**8/2)begin
            clk_sayaci=32'd1;
            saniyelik_clk=~saniyelik_clk;
        end
            clk_sayaci=clk_sayaci+1;
    end
    always@(posedge saniyelik_clk) begin    
        if(switch_first!=s)begin
            durak_sayaci=switch_first;
            yon=switch_yon;
            s=switch_first;
           case(durak_sayaci)
                6'b000_001: durak_adi[83:0] = 84'b0001000_0001001_0001000_1111111_1100000_1111001_0001001_0001000_1111111_1111111_1111111_1111111;
                6'b000_010: durak_adi[83:0] = 84'b1100000_0001000_1001000_0110001_0110000_1111111_1100000_0001000_1001000_0110001_0110000_1111111;
                6'b000_100: durak_adi[83:0] = 84'b0100100_0011000_0000001_1111010_1111111_0100100_0001000_1110001_0000001_0001001_1000001_1111111;
                6'b001_000: durak_adi[83:0] = 84'b0100001_0001000_1111010_0001000_1000011_1111111_0100001_0001000_1111010_0001000_1000011_1111111;
                6'b010_000: durak_adi[83:0] = 84'b1000100_1000010_1100000_1111111_1000100_1000010_1100000_1111111_1000100_1000010_1100000_1111111;
                6'b100_000: durak_adi[83:0] = 84'b1110000_0001001_0001001_1111111_1110000_0001001_0001001_1111111_1110000_0001001_0001001_1111111;
                default: durak_adi[83:0] = 84'b1111111_1111111_1111111_1111111_1111111_1111111_1111111_1111111_1111111_1111111_1111111_1111111;
            endcase
        end
        if(saniye_sayaci!=0 && saniye_sayaci!=23)begin   
            a=durak_adi[83:77];
            durak_adi=durak_adi<<7;
            durak_adi[6:0]=a;
        end
        if(saniye_sayaci>=0 && saniye_sayaci<=19 && durak_sayaci!=6'b000_000)begin  
            leds[5:0]=durak_sayaci[5:0];
            saniye_sayaci=saniye_sayaci+1;
        end
        else if(saniye_sayaci>=20 && saniye_sayaci<=22 && durak_sayaci!=6'b000_000)begin    
            leds=6'b000_000;
            saniye_sayaci=saniye_sayaci+1;
        end
        else if(saniye_sayaci==23 && durak_sayaci!=6'b000_000)begin 
            if(durak_sayaci==6'b100_000)begin
                yon=1;
            end
            if(durak_sayaci==6'b000_001)begin
                yon=0;
            end
            if(yon==0)begin
                durak_sayaci=durak_sayaci<<1;
            end
            else begin
                durak_sayaci=durak_sayaci>>1;
            end
            saniye_sayaci=0;
            durak_adi = 0;
            durak_adi =~durak_adi;
            case(durak_sayaci)
                6'b000_001: durak_adi[83:0] = 84'b0001000_0001001_0001000_1111111_1100000_1111001_0001001_0001000_1111111_1111111_1111111_1111111;
                6'b000_010: durak_adi[83:0] = 84'b1100000_0001000_1001000_0110001_0110000_1111111_1100000_0001000_1001000_0110001_0110000_1111111;
                6'b000_100: durak_adi[83:0] = 84'b0100100_0011000_0000001_1111010_1111111_0100100_0001000_1110001_0000001_0001001_1000001_1111111;
                6'b001_000: durak_adi[83:0] = 84'b0100001_0001000_1111010_0001000_1000011_1111111_0100001_0001000_1111010_0001000_1000011_1111111;
                6'b010_000: durak_adi[83:0] = 84'b1000100_1000010_1100000_1111111_1000100_1000010_1100000_1111111_1000100_1000010_1100000_1111111;
                6'b100_000: durak_adi[83:0] = 84'b1110000_0001001_0001001_1111111_1110000_0001001_0001001_1111111_1110000_0001001_0001001_1111111;
                default: durak_adi[83:0] = 84'b1111111_1111111_1111111_1111111_1111111_1111111_1111111_1111111_1111111_1111111_1111111_1111111;
            endcase
        end
    end
endmodule
==> ./run.sh <==
#!/bin/bash
# OpenROAD 26Q1-2900-gdf79404cd8, Yosys 0.63+post, stock flow scripts
make -C /OpenROAD-flow-scripts/flow DESIGN_CONFIG=/design/flow/config.mk WORK_HOME=/design/flow/orfs finish
==> ./config.mk <==
export PLATFORM = sky130hd
export DESIGN_NAME = metro_istasyonu
export DESIGN_NICKNAME = metro_istasyonu
export VERILOG_FILES = /design/flow/design.v
export SDC_FILE = /design/flow/constraint.sdc
export NUM_CORES = 4
export LEC_CHECK = 1
export CORE_UTILIZATION = 50
export SYNTH_HDL_FRONTEND = slang
==> ./constraint.sdc <==
current_design metro_istasyonu

set clk_period 9.8
set clk_io_pct 0.2

create_clock -name clk0 -period $clk_period [get_ports {clk}]

set non_clock_inputs [all_inputs -no_clocks]
set_input_delay [expr $clk_period * $clk_io_pct] -clock clk0 $non_clock_inputs
set_output_delay [expr $clk_period * $clk_io_pct] -clock clk0 [all_outputs]
==> results.rst <==
Flow metrics
------------

.. list-table::
   :header-rows: 1

   * - Metric
     - Value
   * - Tally of OpenROAD warnings
     - 26
   * - Dpl ws
     - 6910 ps
   * - Sequential cell area fraction in the yosys report
     - 40.1%
   * - Worst EP required
     - 7840 ps
   * - Critical Setup Path Class
     - reg2out
   * - RSZ-0062 raised after global routing
     - false
   * - Period utilisation layout
     - 31.1%
   * - Clock network power share
     - between 40% and 50%
   * - Clock tree from TritonCTS
     - done
   * - Worst stage delay on the critical path
     - 460 ps
   * - Chip area
     - 18,400 sq um
   * - # Cells Yosys
     - 1,075
   * - Warning count from the yosys run
     - 0
   * - Yosys stat chip area
     - 8930 sq um
   * - Instance tally after logic synthesis
     - between 1,000 and 1,500
   * - Setup Total Neg Slack
     - 0 ps
   * - Pins Over Slew Limit
     - 0
   * - IR Drop Worst-Case VDD
     - ~0.080 mV
   * - Max frequency
     - 329 MHz
   * - Clock edge transition at the registers on the reported setup and hold paths
     - about 60 ps
   * - Proportion of synthesized flip-flops having asynchronous set or reset
     - 0%
   * - Total non-filler cell area in the finished layout
     - 9580 sq um
   * - Netlist cell types
     - 81
   * - Iter 0 DRT Violations
     - approximately 640
   * - Worst-Margin Slew
     - 917 ps
   * - Number of register pins that no clock reaches
     - 108
   * - Bufs on Longest Clock Path
     - 2
   * - Global-route wire length before repair
     - 38,900 um
   * - Die width
     - ~140 um
   * - Ratio of total power to cell area
     - 72.6 nW/um^2
   * - Fraction of final layout cells sized beyond drive strength 1
     - 7.90%
   * - Arrival time worst endpoint
     - 1080 ps
   * - Remaining global-route overflow
     - 0
   * - Root buffer cell
     - sky130_fd_sc_hd__clkbuf_16
   * - Final cell utilization of the core
     - a little under three fifths
   * - Post-synth EDFFs
     - 18
   * - Num CTS Buffers
     - 9
   * - Number of antenna violations at the first check in global routing
     - 0
   * - Routability congestion estimate
     - 0.918
   * - PostCTS Resize Cnt
     - 0
   * - Synthesized flop and latch total
     - around 170
   * - P&R area growth vs syn
     - 7.31%
   * - Detailed-placement wirelength estimate
     - approximately 17,000 um
   * - Core Region
     - ~17,000 sq um
   * - Fraction of the core area occupied by cells at floorplan
     - 51.5%
   * - Height of the chip
     - between 100 and 150 um
   * - Worst-skew pair later-pin latency
     - 330 ps
   * - Internal cell power
     - a little over 0.5 mW
   * - Gate power share
     - roughly 13%
   * - Maximum number of pins on one net before global-route repair
     - 77
   * - Row Count
     - 48
   * - CP Launch Type
     - register
   * - Top-Level Pins
     - 26
   * - Detailed-route DRC error count
     - 0
   * - Final worst path period need
     - slightly above 3000 ps
   * - Final wirelength
     - 24,000 um
   * - Count of buffering cells on the critical path with inverters included
     - 1
   * - Main flop type
     - sky130_fd_sc_hd__dfxtp_1
   * - Relative slew margins
     - 38.4%
   * - Biggest area cells
     - sky130_fd_sc_hd__dfxtp_1 34%, sky130_fd_sc_hd__edfxtp_1 6.1%, sky130_fd_sc_hd__a21oi_1 5.8%
   * - Area fraction of the dominant cell type after synthesis
     - between 30% and 40%
   * - Number of global-route vias before repair
     - 6,962
   * - Element type at the critical path end
     - output port
   * - Deepest level of the CTS H-tree
     - 3
   * - Library cell with the largest summed area after synthesis
     - sky130_fd_sc_hd__dfxtp_1
   * - Number of search-and-repair iterations in the first detailed-routing pass
     - 8
   * - Filler Cells Inserted
     - ~1,600
   * - Most frequently placed logic cell in the final layout
     - sky130_fd_sc_hd__dfxtp_1
   * - Post-cts hold-fix buffer tally
     - 0
   * - Number of buffers added for setup after CTS
     - 0
   * - Max-Cap Viols
     - 0
   * - Series of cell instances along the critical path
     - clkdlybuf4s50_1
   * - Result of the run
     - complete, no violations
   * - Total track usage
     - 28.2%
   * - Vias after detailed routing
     - 7,674
   * - Detail Route Antenna Nets
     - 0
   * - Tightest Hold Check Type
     - reg2reg
   * - Register share of total power
     - 36.7%
   * - Number of unconstrained endpoints
     - ~130
   * - Critical Path Slowest Stage Cell
     - sky130_fd_sc_hd__clkdlybuf4s50_1
   * - Final Hold Violating Endpoints
     - 0
   * - Average detailed-routed wire length per instance
     - between 15 and 20 um
   * - Netlist area before placement
     - 8930 sq um
   * - Worst Path Max Fanout
     - 1
   * - Count of final setup violators
     - 0
   * - Fraction of power spent switching nets
     - 26.2%
   * - Routed via count divided by cell count
     - around 6.0
   * - Port Buf Inserts
     - 24
   * - Post-Place Cell Area
     - roughly 9000 sq um
   * - Power after layout
     - 0.696 mW
   * - Top delay family on crit path
     - buffers and inverters
   * - Average footprint of a synthesized cell
     - roughly 8.3 sq um
   * - Psw
     - 0.182 mW
   * - Leakage power of the design
     - 3.55 nW
   * - Worst clock skew on the final layout
     - 8.38 ps
   * - Post-route setup slack
     - 6760 ps
   * - Diode insertion count for antenna repair
     - 0
   * - Commonest cells after routing, fill and taps aside
     - 152 x sky130_fd_sc_hd__dfxtp_1, 132 x sky130_fd_sc_hd__nand2_1, 107 x sky130_fd_sc_hd__nor2_1, 103 x sky130_fd_sc_hd__a21oi_1, 57 x sky130_fd_sc_hd__o21ai_0
==> layer usage <==
metal	part of all wire, %	global-route usage, %
met1	48	45.9
met2	42	39.5
met3	8.1	6.61
met4	2.0	5.31
met5	0	0
==> final timing paths <==
path | from | endpoint | slack [ps] | cells past startpoint
setup / recovery | sseg[2] | sseg[2] | 6760 | 1
hold / removal | count[0] | count[0] | 410 | 1
setup reg to reg | clk_sayaci[8] | clk_sayaci[26] | 6810 | 12
hold reg to reg | count[0] | count[0] | 410 | 1
==> synth_stat cells, types with 8 or more instances <==
cell type / n
sky130_fd_sc_hd__mux2i_1: 18
sky130_fd_sc_hd__a21o_1: 8
sky130_fd_sc_hd__nand3_1: 42
sky130_fd_sc_hd__inv_1: 13
sky130_fd_sc_hd__nor4_1: 8
sky130_fd_sc_hd__dfxtp_1: 152
sky130_fd_sc_hd__o21a_1: 8
sky130_fd_sc_hd__a211oi_1: 18
sky130_fd_sc_hd__a21oi_1: 104
sky130_fd_sc_hd__nor3_1: 35
sky130_fd_sc_hd__o21ai_0: 57
sky130_fd_sc_hd__nor2_1: 108
sky130_fd_sc_hd__xor2_1: 23
sky130_fd_sc_hd__or3_1: 9
sky130_fd_sc_hd__edfxtp_1: 18
sky130_fd_sc_hd__nand2_1: 132
sky130_fd_sc_hd__xnor2_1: 35
sky130_fd_sc_hd__and3_1: 14
sky130_fd_sc_hd__buf_2: 17
sky130_fd_sc_hd__nand4_1: 13
sky130_fd_sc_hd__mux2_2: 9
sky130_fd_sc_hd__a2111oi_0: 10
sky130_fd_sc_hd__clkbuf_1: 48
sky130_fd_sc_hd__or2_2: 13
sky130_fd_sc_hd__o211ai_1: 10
sky130_fd_sc_hd__a31oi_1: 16
==> flip-flops by register name (all words and copies together), names as in the netlist, 4 cells and up <==
signal / cells
sseg: 7
durak_sayaci: 6
clk_sayaci: 32
saniye_sayaci: 5
leds: 6
s: 6
count: 18
durak_adi: 84
an: 4
==> power by group through the flow <==
stage / Combinational [mW] / Sequential [mW] / Clock [mW]
final: 0.0932 / 0.255 / 0.347
after CTS: 0.0916 / 0.255 / 0.355
after global routing: 0.103 / 0.255 / 0.367
==> through the flow <==
step	cells	hold WS (ps)
after floorplan	1075	379
after global placement	1260	396
after detailed placement	1260	399
after CTS	1276	413
after global routing	1276	434
final	1276	407
==> logic make-up (layout without fill, tap and decap cells) <==
kind of cell | Yosys count | count (layout) | share of synthesized area (%)
buffers and inverters | 93 | 69 | 4.57
AOI/OAI and AO/OA | 290 | 290 | 20.8
xor gates and xnor gates | 59 | 59 | 5.87
other | 1 | 1 | 0.0420
DFF | 170 | 170 | 40.1
adders and majority gates | 4 | 4 | 0.560
muxes | 37 | 37 | 5.58
and+or+nand+nor | 421 | 421 | 22.5
==> area by class of cell <==
class	instances	area, sq um	area share, %
clock buffers	9	225	2.35
flip-flops and latches	170	3580	37.4
repair buffers	39	353	3.68
well taps	225	282	2.94
inverters	14	52.6	0.548
multi-input cells	812	4980	52.0
clock inverters	7	104	1.08
Power is estimated from default activity; no workload was simulated.
